==> flow/design.v <==
module trans_queue_ipa
  #(
    parameter TRANS_QUEUE_WIDTH     = 10,
    parameter TRANS_QUEUE_DEPTH     = 2,
    parameter TCDM_ADD_WIDTH        = 16,
    parameter EXT_ADD_WIDTH         = 16,
    parameter MCHAN_LEN_WIDTH       = 16,
    parameter LOG_TRANS_QUEUE_DEPTH = $clog2(TRANS_QUEUE_DEPTH)
    )
   (
    input  logic                         clk_i,
    input  logic                         rst_ni,
    input  logic                         req_i,
    output logic                         gnt_o,
    input  logic [TRANS_QUEUE_WIDTH-1:0] dat_i,
    output logic                         tx_req_o,
    input  logic                         tx_gnt_i,
    output logic [TRANS_QUEUE_WIDTH-1:0] tx_dat_o,
    output logic                         rx_req_o,
    input  logic                         rx_gnt_i,
    output logic [TRANS_QUEUE_WIDTH-1:0] rx_dat_o
    );
   logic [LOG_TRANS_QUEUE_DEPTH-1:0]                        s_pointer_in;      
   logic [LOG_TRANS_QUEUE_DEPTH-1:0]                        s_pointer_in_tx;   
   logic [LOG_TRANS_QUEUE_DEPTH-1:0]                        s_pointer_in_rx;   
   logic [LOG_TRANS_QUEUE_DEPTH-1:0]                        s_pointer_out_tx;  
   logic [LOG_TRANS_QUEUE_DEPTH-1:0]                        s_pointer_out_rx;  
   logic [TRANS_QUEUE_DEPTH-1:0][LOG_TRANS_QUEUE_DEPTH-1:0] s_table_tx;        
   logic [TRANS_QUEUE_DEPTH-1:0][LOG_TRANS_QUEUE_DEPTH-1:0] s_table_rx;        
   logic [TRANS_QUEUE_DEPTH-1:0]                            s_busy;            
   logic [LOG_TRANS_QUEUE_DEPTH:0]                          s_elements;        
   logic [LOG_TRANS_QUEUE_DEPTH:0]                          s_tx_elements;     
   logic [LOG_TRANS_QUEUE_DEPTH:0]                          s_rx_elements;     
   logic [TRANS_QUEUE_DEPTH-1:0][TRANS_QUEUE_WIDTH-1:0]     s_buffer;
   logic                                                    s_full;
   logic                                                    s_push;
   logic                                                    s_pop_tx;
   logic                                                    s_pop_rx;
   integer                                                  s_loop1,s_loop2,s_loop3;
   assign s_full = (s_elements == TRANS_QUEUE_DEPTH);
   assign s_push   = req_i && !s_full;
   assign s_pop_tx = tx_gnt_i && tx_req_o;
   assign s_pop_rx = rx_gnt_i && rx_req_o;
   always @(posedge clk_i or negedge rst_ni)
     begin
        if (rst_ni == 1'b0)
          begin
             s_elements    <= 0;
             s_tx_elements <= 0;
             s_rx_elements <= 0;
          end
        else
          begin
             case ({s_push,s_pop_tx,s_pop_rx})
               3'b000:
                 begin
                    s_elements    <= s_elements;
                    s_tx_elements <= s_tx_elements;
                    s_rx_elements <= s_rx_elements;
                 end
               3'b001:
                 begin
                    s_elements    <= s_elements - 1;
                    s_tx_elements <= s_tx_elements;
                    s_rx_elements <= s_rx_elements - 1;
                 end
               3'b010:
                 begin
                    s_elements    <= s_elements - 1;
                    s_tx_elements <= s_tx_elements - 1;
                    s_rx_elements <= s_rx_elements;
                 end
               3'b011:
                 begin
                    s_elements    <= s_elements - 2;
                    s_tx_elements <= s_tx_elements - 1;
                    s_rx_elements <= s_rx_elements - 1;
                 end
               3'b100:
                 begin
                    s_elements <= s_elements + 1;
                    if (dat_i[MCHAN_LEN_WIDTH + TCDM_ADD_WIDTH + EXT_ADD_WIDTH] == 1'b0)  
                      begin
                         s_tx_elements <= s_tx_elements + 1;
                         s_rx_elements <= s_rx_elements;
                      end
                    else  
                      begin
                         s_tx_elements <= s_tx_elements;
                         s_rx_elements <= s_rx_elements + 1;
                      end
                 end
               3'b101:
                 begin
                    s_elements <= s_elements;
                    if (dat_i[MCHAN_LEN_WIDTH + TCDM_ADD_WIDTH + EXT_ADD_WIDTH] == 1'b0)  
                      begin
                         s_tx_elements <= s_tx_elements + 1;
                         s_rx_elements <= s_rx_elements - 1;
                      end
                    else  
                      begin
                         s_tx_elements <= s_tx_elements;
                         s_rx_elements <= s_rx_elements;
                      end
                 end
               3'b110:
                 begin
                    s_elements <= s_elements;
                    if (dat_i[MCHAN_LEN_WIDTH + TCDM_ADD_WIDTH + EXT_ADD_WIDTH] == 1'b0)  
                      begin
                         s_tx_elements <= s_tx_elements;
                         s_rx_elements <= s_rx_elements;
                      end
                    else  
                      begin
                         s_tx_elements <= s_tx_elements - 1;
                         s_rx_elements <= s_rx_elements + 1;
                      end
                 end
               3'b111:
                 begin
                    s_elements <= s_elements - 1;
                    if (dat_i[MCHAN_LEN_WIDTH + TCDM_ADD_WIDTH + EXT_ADD_WIDTH] == 1'b0)  
                      begin
                         s_tx_elements <= s_tx_elements;
                         s_rx_elements <= s_rx_elements - 1;
                      end
                    else  
                      begin
                         s_tx_elements <= s_tx_elements - 1;
                         s_rx_elements <= s_rx_elements;
                      end
                 end
             endcase
          end
     end
   always_comb
     begin
	s_pointer_in = 0;
        for (s_loop1 = TRANS_QUEUE_DEPTH - 1 ; s_loop1 >= 0  ; s_loop1 = s_loop1 - 1)
          begin
             if (s_busy[s_loop1] == 1'b0)
               s_pointer_in = s_loop1;
          end
     end
   always @(posedge clk_i or negedge rst_ni)
     begin
        if (rst_ni == 1'b0)
          begin
             for (s_loop2 = 0 ; s_loop2 < TRANS_QUEUE_DEPTH ; s_loop2 = s_loop2 + 1)
               s_buffer[s_loop2] <= 0;
          end
        else
        begin
           if (req_i && !s_full)
             s_buffer[s_pointer_in] <= dat_i;
        end
     end
   always @(posedge clk_i or negedge rst_ni)
     begin
        if (rst_ni == 1'b0)
          begin
             s_pointer_in_rx  <= 0;
             s_pointer_in_tx  <= 0;
             s_pointer_out_rx <= 0;
             s_pointer_out_tx <= 0;
             s_busy           <= 0;
             for (s_loop3 = 0 ; s_loop3 < TRANS_QUEUE_DEPTH ; s_loop3 = s_loop3 + 1)
               begin
                  s_table_tx[s_loop3] <= 0;
                  s_table_rx[s_loop3] <= 0;
               end
          end
        else
          begin
             if (req_i && !s_full)
               begin
                  if (dat_i[MCHAN_LEN_WIDTH + TCDM_ADD_WIDTH + EXT_ADD_WIDTH] == 1'b0)  
                    begin
                       s_table_tx[s_pointer_in_tx] <= s_pointer_in;
                       s_busy[s_pointer_in] <= 1;
                       if (s_pointer_in_tx == $unsigned(TRANS_QUEUE_DEPTH - 1))
		         s_pointer_in_tx <= 0;
		       else
                         s_pointer_in_tx <= s_pointer_in_tx + 1;
                    end
                  else  
                    begin
                       s_table_rx[s_pointer_in_rx] <= s_pointer_in;
                       s_busy[s_pointer_in] <= 1;
                       if (s_pointer_in_rx == $unsigned(TRANS_QUEUE_DEPTH - 1))
		         s_pointer_in_rx <= 0;
		       else
                         s_pointer_in_rx <= s_pointer_in_rx + 1;
                    end
               end
             if (tx_gnt_i && tx_req_o)
               begin
                  s_busy[s_table_tx[s_pointer_out_tx]] <= 0;
		  if (s_pointer_out_tx == $unsigned(TRANS_QUEUE_DEPTH-1))
		    s_pointer_out_tx <= 0;
		  else
		    s_pointer_out_tx <= s_pointer_out_tx + 1;
               end
             if (rx_gnt_i && rx_req_o)
               begin
                  s_busy[s_table_rx[s_pointer_out_rx]] <= 0;
		  if (s_pointer_out_rx == $unsigned(TRANS_QUEUE_DEPTH-1))
		    s_pointer_out_rx <= 0;
		  else
		    s_pointer_out_rx <= s_pointer_out_rx + 1;
               end
          end
     end
   assign tx_dat_o  = s_buffer[s_table_tx[s_pointer_out_tx]];
   assign rx_dat_o  = s_buffer[s_table_rx[s_pointer_out_rx]];
   assign tx_req_o = (s_tx_elements != 0);
   assign rx_req_o = (s_rx_elements != 0);
   assign gnt_o = ~s_full;
endmodule
==> flow/run.sh <==
#!/bin/bash
# OpenROAD 26Q1-2900-gdf79404cd8, Yosys 0.63+post, stock flow scripts
make -C /OpenROAD-flow-scripts/flow DESIGN_CONFIG=/design/flow/config.mk WORK_HOME=/design/flow/orfs finish
==> flow/config.mk <==
export PLATFORM = sky130hd
export DESIGN_NAME = trans_queue_ipa
export DESIGN_NICKNAME = trans_queue_ipa
export VERILOG_FILES = /design/flow/design.v
export SDC_FILE = /design/flow/constraint.sdc
export NUM_CORES = 4
export LEC_CHECK = 1
export CORE_AREA = 10 10 102 102
export DIE_AREA = 0 0 112 112
==> flow/constraint.sdc <==
current_design trans_queue_ipa

set clk_period 2.7
set clk_io_pct 0.2

create_clock -name clk0 -period $clk_period [get_ports {clk_i}]

set non_clock_inputs [all_inputs -no_clocks]
set_input_delay [expr $clk_period * $clk_io_pct] -clock clk0 $non_clock_inputs
set_output_delay [expr $clk_period * $clk_io_pct] -clock clk0 [all_outputs]
==> impl_metrics.csv <==
group,metric,value,unit
synthesis,synth_top_cell_by_area,"dfrtp_1",
layout,fin_area,2050,sq um
synthesis,yosys_warnings,6,
die,core_area,8220,sq um
synthesis,synth.top_cell.area_share,0.514,
routing,via_per_inst,3.76,
synthesis,ys.flops,32,
place,dp_cells,251,
die,die_h,112,um
routing,antenna_cells,0,
job,max_cap_viol_count,0,
clock_tree,htreeDepth,2,
die,die_width,112,um
sta,fin_crit_sh,0.907,
global_routing,grt_pass1_wl,5620,um
critical_path,required,2.16,ns
die,fp_util,0.190,
clock_tree,cts_buffers,5,
routing,routed_wl,3420,um
synthesis,synth_cells,120,
clock_tree,cts_resized,0,
sta,tns,0,ns
synthesis,ys_chip_area,1560,sq um
layout,seq_area,801,sq um
layout,area_growth,31.6,%
layout,drive_above_1_share,0.294,
global_routing,antenna_found_initial,0,
clock_tree,cts_tree,"built",
synthesis,syn-cell-area,1560,sq um
critical_path,worst_ep_arrival_time,1.91,ns
clock_tree,clock_latency,0.27,ns
sta,finalHoldViolCount,0,
routing,via_count,971,
clock_tree,path_clk_slew,0.06,ns
clock_tree,postCtsSetupBuffers,0,
synthesis,ys.flop_type,"dfrtp_1",
clock_tree,cts-root-buf,"clkbuf_8",
synthesis,synthArstFlopShare,1.00,
routing,drtAntennaViolNets,0,
critical_path,path_max_fanout,9,
status,status,"completed",
synthesis,area_leaders,"dfrtp_1 (51%), mux2_2 (23%), buf_4 (5.3%), xnor2_1 (2.8%), xor2_1 (1.7%)",
clock_tree,clock_sinks,32,
hold_path,min_path_type,"register to register",
sta,relSlewSlack,0.658,
routing,wl_per_cell,13.2,um
global_routing,grt_max_degree,33,
routing,dr.pass1.iters,4,
sta,setup-violations-final,0,
layout,stdcell_count,258,
sta,slew_violations,0,
synthesis,avgSynthCellArea,13.0,sq um
die,chipArea,12500,sq um
power,vdd_drop_max,0.518,mV
clock_tree,ctsHoldBuffers,0,
place,dpl_cell_area,1970,sq um
routing,drtIter0Drc,11,
power,p_total,2.32,mW
power,p_leak,0.843,nW
sta,min_period,2.45,ns
die,io_pins,38,
sta,rsz0062_at_grt,"false",
place,place_hpwl,2550,um
critical_path,critPathKind,"register to primary output",
critical_path,cp-end-kind,"primary output",
place,numPortBuffers,37,
job,warning_count,25,
synthesis,edf_count,0,
clock_tree,cts_buffer_depth,2,
global_routing,grt.total_usage,0.0547,
place,gp_congestion,0.776,
routing,drc,0,
critical_path,start_kind,"register",
layout,logic_area,632,sq um
die,rows,33,
global_routing,grt_pass1_vias,1030,
sta,skew,0.00732,ns
synthesis,synth_cell_type_count,30,
sta,worst_pin_slew,0.513,ns
synthesis,yosys_cells,120,
synthesis,postSynthSeqShare,0.514,
layout,nFillCells,832,
sta,fmax,408,MHz
power,p_per_area,1130,nW/um^2
synthesis,top_cells_by_count,"dfrtp_1 (32), mux2_2 (32), buf_4 (11)",
global_routing,overflow,0,
-- worst max-delay path: stages (launching register included) --
cell             delay, ns
dfrtp_1               0.38
mux2i_1               0.24
buf_4                 0.23
mux2_2                0.36
clkdlybuf4s50_1       0.42
-- cells in the final DEF (no fill, tap or decap) --
| cell | synthesis | layout |
|---|---|---|
| a211oi_1 | 1 | 1 |
| a21oi_1 | 1 | 1 |
| a221o_1 | 1 | 1 |
| a22oi_1 | 1 | 1 |
| a31o_1 | 1 | 1 |
| a31oi_1 | 2 | 2 |
| and2_1 | 1 | 1 |
| and4b_1 | 1 | 1 |
| buf_4 | 11 | 3 |
| clkbuf_1 | 0 | 1 |
| clkbuf_8 | 0 | 5 |
| clkdlybuf4s50_1 | 0 | 37 |
| clkinv_2 | 0 | 1 |
| dfrtp_1 | 32 | 32 |
| ha_1 | 1 | 1 |
| inv_1 | 4 | 4 |
| mux2_2 | 32 | 32 |
| mux2i_1 | 1 | 1 |
| nand2_1 | 3 | 3 |
| nand2_2 | 1 | 1 |
| nand2b_1 | 2 | 2 |
| nand2b_4 | 1 | 1 |
| nand3_1 | 1 | 1 |
| nor2_1 | 2 | 2 |
| nor2b_1 | 2 | 2 |
| nor3_1 | 1 | 1 |
| o21ai_0 | 2 | 2 |
| o21ai_2 | 1 | 1 |
| or2_2 | 1 | 1 |
| or3_1 | 2 | 2 |
| xnor2_1 | 5 | 5 |
| xor2_1 | 3 | 3 |
-- per-layer routing --
layer / GRT usage / wire [um]
met2: 0.0859 / 1620
met1: 0.0721 / 1530
met5: 0 / 0
met3: 0.0223 / 258
met4: 0.00508 / 7
-- cell families after synthesis --
kind of cell             after synthesis  synth area share
buffers and inverters                 18            0.0803
adder cells (fa/ha/maj)                1           0.00803
AND-OR/OR-AND                         10            0.0450
flip-flops                            32             0.514
multiplexers                          33             0.238
XOR/XNOR                               8            0.0450
AND/OR/NAND/NOR                       18            0.0699
-- cell type report --
| type | instances | share of cell area |
|---|---|---|
| Inverter | 4 | 0.00733 |
| Multi-Input combinational cell | 70 | 0.308 |
| Clock inverter | 1 | 0.00244 |
| Sequential cell | 32 | 0.391 |
| Tap cell | 105 | 0.0641 |
| Timing Repair Buffer | 40 | 0.192 |
| Clock buffer | 6 | 0.0354 |
-- power breakdown --
part	switching (mW)	internal (mW)	leakage (nW)
registers	0.166	0.722	0.385
clock network	0.157	0.175	0.0410
logic	0.330	0.768	0.417
-- metrics by stage --
step / hold slack, ns / worst slack, ns / util
after floorplan: 0.244 / 0.932 / -
after global placement: 0.465 / 0.406 / 0.240
after detailed placement: 0.465 / 0.348 / 0.240
after CTS: 0.476 / 0.222 / 0.249
after global routing: 0.486 / 0.120 / 0.249
final: 0.476 / 0.251 / 0.249
-- final timing paths --
check | slack (ns) | endpoint | startpoint | depth (start not counted)
max in group asynchronous | 1.72 | s_busy[1] | rst_ni | 2
max | 0.25 | rx_dat_o[6] | s_pointer_out_rx | 4
min in group asynchronous | 0.67 | s_tx_elements[1] | rst_ni | 2
min | 0.48 | s_tx_elements[0] | s_tx_elements[0] | 1
min reg2reg | 0.48 | s_tx_elements[0] | s_tx_elements[0] | 1
max reg2reg | 0.86 | register | s_elements[0] | 4
Power is estimated from default activity; no workload was simulated.
